$ cat /design/flow/run.sh
#!/bin/bash
# OpenROAD 26Q1-2900-gdf79404cd8, Yosys 0.63+post, stock flow scripts
make -C /OpenROAD-flow-scripts/flow DESIGN_CONFIG=/design/flow/config.mk WORK_HOME=/design/flow/orfs finish
$ cat /design/flow/config.mk
export PLATFORM = sky130hd
export DESIGN_NAME = test_clock
export DESIGN_NICKNAME = test_clock
export VERILOG_FILES = /design/flow/design.v
export SDC_FILE = /design/flow/constraint.sdc
export NUM_CORES = 4
export LEC_CHECK = 1
export CORE_UTILIZATION = 30
$ cat /design/flow/constraint.sdc
current_design test_clock

set clk_period 2.8
set clk_io_pct 0.2

create_clock -name clk0 -period $clk_period [get_ports {clk}]

set non_clock_inputs [all_inputs -no_clocks]
set_input_delay [expr $clk_period * $clk_io_pct] -clock clk0 $non_clock_inputs
set_output_delay [expr $clk_period * $clk_io_pct] -clock clk0 [all_outputs]
$ cat /design/flow/design.v
module test_clock(
    input clk,
    input rst_n,
    input inc,
    input start,
    input stop,
    input alarm_en,
    input [3:0] sw_ones,
    input [3:0] sw_tens,
    input mode_alarm,
    input fast,
    output reg [6:0] seg_state,
    output [3:0] bcd_sec_tens,
    output [3:0] bcd_min_ones,
    output [3:0] bcd_min_tens,
    output [3:0] bcd_hour_ones,
    output [3:0] bcd_hour_tens,
    output alarm
);
    reg start_s, stop_s, pulse_s, alarm_s;
    reg start_d, stop_d, pulse_d;
    always @(posedge clk or negedge rst_n) begin
        if (!rst_n) begin
            start_s <= 1'b0;
            stop_s <= 1'b0;
            pulse_s <= 1'b0;
            alarm_s <= 1'b0;
        end else begin
            start_s <= start;
            stop_s <= stop;
            pulse_s <= inc;
            alarm_s <= alarm_en;
        end
    end
    always @(posedge clk or negedge rst_n) begin
        if (!rst_n) begin
            start_d <= 1'b0;
            stop_d <= 1'b0;
            pulse_d <= 1'b0;
        end else begin
            start_d <= start_s;
            stop_d <= stop_s;
            pulse_d <= pulse_s;
        end
    end
    wire start_rise = start_s & ~start_d;
    wire stop_rise  = stop_s & ~stop_d;
    wire pulse_rise = pulse_s & ~pulse_d;
    reg [9:0] div_cnt;
    reg tick_1hz;
    reg blink;
    wire [9:0] div_max = fast ? 10'd100 : 10'd1000;
    always @(posedge clk or negedge rst_n) begin
        if (!rst_n) begin
            div_cnt <= 10'd0;
            tick_1hz <= 1'b0;
            blink <= 1'b0;
        end else begin
            if (div_cnt == (div_max - 10'd1)) begin
                div_cnt <= 10'd0;
                tick_1hz <= 1'b1;
                blink <= ~blink;
            end else begin
                div_cnt <= div_cnt + 10'd1;
                tick_1hz <= 1'b0;
            end
        end
    end
    reg set_mode;
    reg [1:0] sel;
    reg run_en;
    reg [3:0] hour_tens, hour_ones;
    reg [3:0] min_tens, min_ones;
    reg [3:0] sec_tens, sec_ones;
    wire tick_en = run_en && tick_1hz && (!set_mode || mode_alarm);
    wire inc_hour_clk = set_mode && !mode_alarm && pulse_rise && (sel == 2'd0);
    wire inc_min_clk  = set_mode && !mode_alarm && pulse_rise && (sel == 2'd1);
    wire inc_sec_clk  = set_mode && !mode_alarm && pulse_rise && (sel == 2'd2);
    wire inc_hour_alarm = set_mode && mode_alarm && pulse_rise && (sel == 2'd0);
    wire inc_min_alarm  = set_mode && mode_alarm && pulse_rise && (sel == 2'd1);
    wire sec_ones_max = (sec_ones == 4'd9);
    wire sec_tens_max = (sec_tens == 4'd5);
    wire min_ones_max = (min_ones == 4'd9);
    wire min_tens_max = (min_tens == 4'd5);
    wire hour_ones_max = (hour_tens == 4'd2) ? (hour_ones == 4'd3) : (hour_ones == 4'd9);
    wire hour_is_23 = (hour_tens == 4'd2) && (hour_ones == 4'd3);
    wire en_sec = tick_en | inc_sec_clk;
    wire carry_sec_ones = en_sec & sec_ones_max;
    wire carry_sec = carry_sec_ones & sec_tens_max;
    wire carry_sec_tick = tick_en & sec_ones_max & sec_tens_max;
    wire en_min = carry_sec_tick | inc_min_clk;
    wire carry_min_ones = en_min & min_ones_max;
    wire carry_min_tick = carry_sec_tick & min_ones_max & min_tens_max;
    wire en_hour = carry_min_tick | inc_hour_clk;
    reg [3:0] alarm_hour_tens, alarm_hour_ones;
    reg [3:0] alarm_min_tens, alarm_min_ones;
    wire alarm_min_ones_max = (alarm_min_ones == 4'd9);
    wire alarm_min_tens_max = (alarm_min_tens == 4'd5);
    wire alarm_hour_ones_max = (alarm_hour_tens == 4'd2) ? (alarm_hour_ones == 4'd3) : (alarm_hour_ones == 4'd9);
    wire alarm_hour_is_23 = (alarm_hour_tens == 4'd2) && (alarm_hour_ones == 4'd3);
    wire alarm_carry_min_ones = inc_min_alarm & alarm_min_ones_max;
    wire alarm_en_hour = inc_hour_alarm;
    reg alarm_active;
    reg [5:0] alarm_ring_cnt;
    wire alarm_enable = alarm_s;
    wire alarm_fire = alarm_enable && !set_mode && tick_en &&
                      (sec_tens == 4'd0) && (sec_ones == 4'd0) &&
                      (min_tens == alarm_min_tens) && (min_ones == alarm_min_ones) &&
                      (hour_tens == alarm_hour_tens) && (hour_ones == alarm_hour_ones);
    reg chime_active;
    reg [1:0] chime_cnt;
    wire chime_fire = !set_mode && run_en && tick_1hz &&
                      (sec_tens == 4'd0) && (sec_ones == 4'd0) &&
                      (min_tens == 4'd0) && (min_ones == 4'd0);
    always @(posedge clk or negedge rst_n) begin
        if (!rst_n) begin
            set_mode <= 1'b0;
            sel <= 2'd0;
            run_en <= 1'b1;
            hour_tens <= 4'd0;
            hour_ones <= 4'd0;
            min_tens <= 4'd0;
            min_ones <= 4'd0;
            sec_tens <= 4'd0;
            sec_ones <= 4'd0;
            alarm_hour_tens <= 4'd0;
            alarm_hour_ones <= 4'd0;
            alarm_min_tens <= 4'd0;
            alarm_min_ones <= 4'd0;
            alarm_active <= 1'b0;
            alarm_ring_cnt <= 6'd0;
            chime_active <= 1'b0;
            chime_cnt <= 2'd0;
        end else begin
            if (start_rise && !set_mode) begin
                run_en <= ~run_en;
            end
            if (stop_rise) begin
                set_mode <= ~set_mode;
                sel <= 2'd0;
            end
            if (set_mode && start_rise) begin
                if (mode_alarm) begin
                    if (sel == 2'd1) sel <= 2'd0;
                    else sel <= sel + 2'd1;
                end else begin
                    if (sel == 2'd2) sel <= 2'd0;
                    else sel <= sel + 2'd1;
                end
            end
            if (en_sec) begin
                if (sec_ones_max) sec_ones <= 4'd0;
                else sec_ones <= sec_ones + 4'd1;
            end
            if (carry_sec_ones) begin
                if (sec_tens_max) sec_tens <= 4'd0;
                else sec_tens <= sec_tens + 4'd1;
            end
            if (en_min) begin
                if (min_ones_max) min_ones <= 4'd0;
                else min_ones <= min_ones + 4'd1;
            end
            if (carry_min_ones) begin
                if (min_tens_max) min_tens <= 4'd0;
                else min_tens <= min_tens + 4'd1;
            end
            if (en_hour) begin
                if (hour_is_23) begin
                    hour_tens <= 4'd0;
                    hour_ones <= 4'd0;
                end else if (hour_ones_max) begin
                    hour_ones <= 4'd0;
                    hour_tens <= hour_tens + 4'd1;
                end else begin
                    hour_ones <= hour_ones + 4'd1;
                end
            end
            if (inc_min_alarm) begin
                if (alarm_min_ones_max) alarm_min_ones <= 4'd0;
                else alarm_min_ones <= alarm_min_ones + 4'd1;
            end
            if (alarm_carry_min_ones) begin
                if (alarm_min_tens_max) alarm_min_tens <= 4'd0;
                else alarm_min_tens <= alarm_min_tens + 4'd1;
            end
            if (alarm_en_hour) begin
                if (alarm_hour_is_23) begin
                    alarm_hour_tens <= 4'd0;
                    alarm_hour_ones <= 4'd0;
                end else if (alarm_hour_ones_max) begin
                    alarm_hour_ones <= 4'd0;
                    alarm_hour_tens <= alarm_hour_tens + 4'd1;
                end else begin
                    alarm_hour_ones <= alarm_hour_ones + 4'd1;
                end
            end
            if (!alarm_enable) begin
                alarm_active <= 1'b0;
                alarm_ring_cnt <= 6'd0;
            end else if (alarm_fire) begin
                alarm_active <= 1'b1;
                alarm_ring_cnt <= 6'd0;
            end else if (alarm_active) begin
                if (start_rise || stop_rise) begin
                    alarm_active <= 1'b0;
                    alarm_ring_cnt <= 6'd0;
                end else if (tick_en) begin
                    if (alarm_ring_cnt == 6'd29) begin
                        alarm_active <= 1'b0;
                        alarm_ring_cnt <= 6'd0;
                    end else begin
                        alarm_ring_cnt <= alarm_ring_cnt + 6'd1;
                    end
                end
            end
            if (set_mode) begin
                chime_active <= 1'b0;
                chime_cnt <= 2'd0;
            end else if (alarm_active || alarm_fire) begin
                chime_active <= 1'b0;
                chime_cnt <= 2'd0;
            end else if (chime_fire) begin
                chime_active <= 1'b1;
                chime_cnt <= 2'd0;
            end else if (chime_active) begin
                if (start_rise || stop_rise) begin
                    chime_active <= 1'b0;
                    chime_cnt <= 2'd0;
                end else if (tick_1hz) begin
                    if (chime_cnt == 2'd1) begin
                        chime_active <= 1'b0;
                        chime_cnt <= 2'd0;
                    end else begin
                        chime_cnt <= chime_cnt + 2'd1;
                    end
                end
            end
        end
    end
    wire edit_alarm = set_mode && mode_alarm;
    wire [3:0] disp_hour_tens = edit_alarm ? alarm_hour_tens : hour_tens;
    wire [3:0] disp_hour_ones = edit_alarm ? alarm_hour_ones : hour_ones;
    wire [3:0] disp_min_tens  = edit_alarm ? alarm_min_tens  : min_tens;
    wire [3:0] disp_min_ones  = edit_alarm ? alarm_min_ones  : min_ones;
    wire [3:0] disp_sec_tens  = edit_alarm ? 4'd0 : sec_tens;
    wire [3:0] disp_sec_ones  = edit_alarm ? 4'd0 : sec_ones;
    always @(*) begin
        if (set_mode && !mode_alarm && (sel == 2'd2) && !blink) begin
            seg_state = 7'b0000000;
        end else begin
            case (disp_sec_ones)
                4'd0: seg_state = 7'b1111110;
                4'd1: seg_state = 7'b0110000;
                4'd2: seg_state = 7'b1101101;
                4'd3: seg_state = 7'b1111001;
                4'd4: seg_state = 7'b0110011;
                4'd5: seg_state = 7'b1011011;
                4'd6: seg_state = 7'b1011111;
                4'd7: seg_state = 7'b1110000;
                4'd8: seg_state = 7'b1111111;
                4'd9: seg_state = 7'b1111011;
                default: seg_state = 7'b0000000;
            endcase
        end
    end
    wire blink_off = set_mode && !blink;
    wire sel_clk_hour = set_mode && !mode_alarm && (sel == 2'd0);
    wire sel_clk_min  = set_mode && !mode_alarm && (sel == 2'd1);
    wire sel_clk_sec  = set_mode && !mode_alarm && (sel == 2'd2);
    wire sel_alarm_hour = set_mode && mode_alarm && (sel == 2'd0);
    wire sel_alarm_min  = set_mode && mode_alarm && (sel == 2'd1);
    wire [3:0] blank_bcd = 4'hf;
    assign bcd_sec_tens  = (blink_off && sel_clk_sec) ? blank_bcd : disp_sec_tens;
    assign bcd_min_ones  = (blink_off && (sel_clk_min || sel_alarm_min)) ? blank_bcd : disp_min_ones;
    assign bcd_min_tens  = (blink_off && (sel_clk_min || sel_alarm_min)) ? blank_bcd : disp_min_tens;
    assign bcd_hour_ones = (blink_off && (sel_clk_hour || sel_alarm_hour)) ? blank_bcd : disp_hour_ones;
    assign bcd_hour_tens = (blink_off && (sel_clk_hour || sel_alarm_hour)) ? blank_bcd : disp_hour_tens;
    assign alarm = alarm_active ? clk : (chime_active ? clk : (set_mode ? blink : 1'b0));
endmodule
==> out/README.md <==
| Item | Value | Unit |
|:---|:---|:---|
| Top reg by flops | div_cnt | - |
| Worst path cell trace | or4b_4, o211ai_1, clkdlybuf4s50_1 | - |
| Worst-path fanout max | 8 | - |
| Routed Antenna Nets | 0 | - |
| Area of the placeable core | 14,100 | um^2 |
| Area growth syn-to-layout | 27.8 | % |
| Count of instantiated cells in the yosys netlist | 488 | - |
| Die extent in y | 123 | um |
| Switching share of power | 31.6 | % |
| Routed via count | 3,683 | - |
| Reg2Reg Depth | 6 | - |
| Data required time of the critical path | 2.24 | ns |
| Met3 layer usage reported by global route | 2.78 | % |
| Slew Limit Fails | 0 | - |
| Top cell family by delay on the critical path | simple AND/OR/NAND/NOR gates | - |
| Number of non-filler instances in the completed layout | 728 | - |
| Status | completed | - |
| Slowest cell delay on critical path | 0.60 | ns |
| Count of inserted antenna diode cells | 0 | - |
| Clock transition at the registers of the reported paths | 0.06 | ns |
| Detailed-route vias per instance | 5.06 | - |
| Met2 capacity usage during global routing | 21.4 | % |
| Clock period minus worst slack | 2.69 | ns |
| Horizontal die size | 123 | um |
| Design area | 5640 | um^2 |
| Portion of the clock cycle consumed by the worst path in the final layout | 96.0 | % |
| Overall die area | 15,200 | um^2 |
| Critical path data arrival time | 2.13 | ns |
| Number of flops mapped to enable cells by yosys | 0 | - |
| Tally of OpenROAD warnings | 46 | - |
| Number of port buffers | 35 | - |
| Count of state elements after synthesis | 73 | - |
| Number of buffer and inverter instances along the worst setup path | 1 | - |
| Clock tree from TritonCTS | done | - |
| Count leader, synth | dfrtp_1 | - |
| Fmax | 372 | MHz |
| HPWL after DPL | 7050 | um |
| Synthesized instance count | 488 | - |
| P_sw | 1.48 | mW |
| RD Place Congestion | 0.865 | - |
| Kind of end point of the critical path | output pin | - |
| I/O pins | 44 | - |
| Proportion of synthesized chip area in sequential cells | 41.4 | % |
| Setup repair after global routing missed its margin | no | - |
| Average instance area after synthesis | 9.04 | um^2 |
| Worst flop-to-flop path startpoint | set_mode | - |
| Combinational Power Share | 35.1 | % |
| Sequential share of power | 33.0 | % |
| Clock power frac | 31.9 | % |
| Overall Global Routing Usage | 14.2 | % |
| Yosys top cell area share | 40.9 | % |
| Biggest regs | div_cnt: 10 flops, alarm_ring_cnt: 6 flops | - |
| End of the worst register-to-register path | alarm_ring_cnt[0] | - |
| Summed negative setup slack over all endpoints | 0 | ns |
| Worst slew margin relative to its limit | 57.8 | % |
| Leak | 2.41 | nW |
| Violation tally from detailed-route iteration zero | 143 | - |
| Starting utilization of the core area | 31.3 | % |
| Cell Area, Placed | 5080 | um^2 |
| Worst Path Class, Setup | flip-flop to output pin | - |
| Number of library cell types mapped by synthesis | 67 | - |
| Dominant Register Cell | dfrtp_1 | - |
| Flip-flop count of the largest register, all copies and words added | 10 | - |
| Chip Area, Yosys | 4410 | um^2 |
| Inst Count DP | 704 | - |
| Launch point of the worst path | sel[0] | - |
| Overall power after layout | 4.69 | mW |
| Number of design rule violations left after detail routing | 0 | - |
| Setup slack on the worst flop-to-flop path | 0.40 | ns |
| Post-synthesis instance area | 4410 | um^2 |
| CP max-delay cell | or4b_4 | - |
| Final setup fails | 0 | - |
| Final Core Density | 40.0 | % |
| Worst Max-Slew Pin Slew | 0.633 | ns |
| Pwr per Cell Area | 831 | nW/um^2 |
| Antenna violations before repair | 0 | - |
| Critical path startpoint category | flip-flop | - |
| Final Hold Fails | 0 | - |
| Max capacitance violation total | 0 | - |
| FP Rows | 43 | - |
| Pin count of the biggest net entering global routing | 49 | - |
| First-pass GRT wire length | 16,800 | um |
| Hold/Removal Path Class | primary input to async pin | - |
| Power Internal | 3.21 | mW |
| Share of final-layout standard cells stronger than drive strength 1 | 15.9 | % |
| Via count of the first global-routing pass | 3,517 | - |
| Worst clock skew | 0.00696 | ns |
| Max IR drop VDD | 0.525 | mV |
| Cell types with the highest counts after synthesis | dfrtp_1 (72), nand2_1 (60), nor2_1 (41), nand3_1 (36), xnor2_1 (31) | - |
| Busiest layer in global routing | met1 | - |
| Pre-antenna DRT Iters | 4 | - |
| Routing usage on met1 | 21.8 | % |
| Clock Latency Late Sink | 0.44 | ns |
| WL/cell | 13.8 | um |
| Top post-synthesis cells by area | dfrtp_1 (41%), xnor2_1 (6.2%), nand2_1 (5.1%) | - |
| Asr flop ratio synth | 100 | % |
| Cell taking the most area after synthesis | dfrtp_1 | - |
| Global route overflow | 0 | - |
| Number of warnings printed during yosys synthesis | 1 | - |
| Final routed wirelength across all metal layers | 10,000 | um |
-- power by group through the flow --
stage	clock [mW]	combinational, mW	sequential (mW)
4_1_cts	1.53	1.63	1.54
5_1_grt	1.57	1.84	1.58
6_report	1.50	1.64	1.55
-- repair_timing --
action	CTS	global route
pin swaps	2	7
buffers inserted	2	3
hold buffers	0	0
gates resized	15	15
cloned	0	0
endpoints found under the hold margin	0	0
endpoints found under the setup margin	27	25
-- routing by layer --
metal | share of wire [%] | wire [um] | up-vias
met4 | 1.5 | 152 | 0
met3 | 4.2 | 425 | 14
met1 | 50 | 5040 | 1765
li1 | - | - | 1830
met2 | 44 | 4400 | 74
met5 | 0 | 0 | -
-- layout by cell type (no fill, tap or decap), drive strengths merged, types with 8 or more instances in the layout --
cell and n:
nand3 36, mux2 9, dfrtp 72, clkbuf 15, o21ai 28, xor2 8
nor2 42, buf 27, a21oi 17, nand2b 11, nand2 60, xnor2 31
inv 22, ha 16, clkdlybuf4s50 27
-- how the worst max path moves through the flow --
stage / to / slack, ns / depth (start not counted)
after CTS: seg_state[3] / -0.05 / 7
final: bcd_hour_tens[0] / 0.11 / 3
after global routing: seg_state[1] / 0.004 / 8
-- logic make-up (layout without fill, tap and decap cells) --
group	Yosys count	count (layout)	synth area share (%)
compound gates	91	91	13.5
xor+xnor	39	39	7.74
fa+ha+maj	16	16	4.54
buf+inv	42	102	3.63
flops	73	73	41.4
mux	11	11	2.75
simple gates	216	216	26.4
-- stage by stage --
step / hold slack (ns) / setup WS, ns
floorplan: 0.264 / 0.449
global placement: 0.358 / -0.285
detailed placement: 0.362 / -0.288
CTS: 0.169 / -0.0470
global route: 0.196 / 0.00381
finish: 0.150 / 0.113
-- layout make-up --
type | count | area [um^2]
Clock buffer | 16 | 354
Timing Repair Buffer | 60 | 564
Inverter | 22 | 82.6
Sequential cell | 73 | 1830
Tap cell | 180 | 225
Multi-Input combinational cell | 373 | 2500
Fill cell | 1349 | 8460
Clock inverter | 4 | 73.8
Power and IR drop assume default switching activity.
